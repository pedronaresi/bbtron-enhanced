--- /design/flow/config.mk ---
export PLATFORM = sky130hd
export DESIGN_NAME = binToBCD
export DESIGN_NICKNAME = binToBCD
export VERILOG_FILES = /design/flow/design.v
export SDC_FILE = /design/flow/constraint.sdc
export NUM_CORES = 4
export LEC_CHECK = 1
export CORE_AREA = 10 10 70 70
export DIE_AREA = 0 0 80 80
--- /design/flow/constraint.sdc ---
current_design binToBCD

set clk_period 7.4
set clk_io_pct 0.2

create_clock -name clk0 -period $clk_period

set non_clock_inputs [all_inputs -no_clocks]
set_input_delay [expr $clk_period * $clk_io_pct] -clock clk0 $non_clock_inputs
set_output_delay [expr $clk_period * $clk_io_pct] -clock clk0 [all_outputs]
--- /design/flow/design.v ---
module binToBCD (in, centena, dezena, unidade, negative);
	input [7:0] in;
	reg [7:0] in2;
	output reg [3:0] centena, dezena, unidade;
	output reg negative;
	integer i ;
	always@(in)
		begin
			if(in[7])
				begin
					in2 = ~in + 1;
				end
			else
				begin
					in2 = in;
				end
		centena = 4'd0;
		dezena = 4'd0;
		unidade = 4'd0;
		for(i = 7; i >= 0; i = i - 1)
			begin
				if(centena >= 5)
					centena = centena + 4'd3;
				if(dezena >= 5)
					dezena = dezena + 4'd3;
				if(unidade >= 5)
					unidade = unidade + 4'd3;
				centena = centena << 1;
				centena [0] = dezena [3];
				dezena = dezena << 1;
				dezena [0] = unidade [3];
				unidade = unidade << 1;
				unidade [0] = in2 [i];
			end
	end
endmodule
--- /design/flow/run.sh ---
#!/bin/bash
# OpenROAD 26Q1-2900-gdf79404cd8, Yosys 0.63+post, stock flow scripts
make -C /OpenROAD-flow-scripts/flow DESIGN_CONFIG=/design/flow/config.mk WORK_HOME=/design/flow/orfs finish
==> Flow_metrics.wiki <==
=== Synthesis and place and route ===
{| class="wikitable"
! Metric !! Value
|-
| Top cells, area || sky130_fd_sc_hd__ha_1, sky130_fd_sc_hd__xnor2_1, sky130_fd_sc_hd__mux2i_1
|-
| Switching power as a share of total power || ~43%
|-
| Cell area after technology mapping || approximately 0.0012 mm^2
|-
| Post-place setup slack || -1.73 ns
|-
| Yosys stat cell total || between 150 and 200
|-
| Most frequent cells in the layout || sky130_fd_sc_hd__buf_4, sky130_fd_sc_hd__buf_2, sky130_fd_sc_hd__inv_1, sky130_fd_sc_hd__nand2_1, sky130_fd_sc_hd__buf_6
|-
| Worst setup slack after layout || -0.962 ns
|-
| Clock group share of total power || 0%
|-
| Die H || 80 um
|-
| Critical path capture point type || output port
|-
| Number of cell rows || 21
|-
| Via density || ~5.2
|-
| Overflow after GRT || 0
|-
| Internal cell power || approximately 220 uW
|-
| Endpoint of the worst setup timing path || unidade[1]
|-
| Total power per unit cell area || around 160 mW/mm^2
|-
| Number of warnings the tools reported || 39
|-
| Maximum number of pins on one net before global-route repair || 12
|-
| Yosys chip area || about 0.0012 mm^2
|-
| Sequential cell count of the final layout || 0
|-
| Largest stage delay on the critical path || 0.42 ns
|-
| Finished Cell Area || roughly 0.0024 mm^2
|-
| Fraction of power consumed by combinational cells || about 100%
|-
| Die Wd || approximately 80 um
|-
| Layout cells sized above 1 || just over 60%
|-
| Number of warning messages in the yosys log || 2
|-
| Storage cell area || 0 um^2
|-
| Power share of the sequential group || 0%
|-
| Final Cycle Share || 113%
|-
| Final hold viol count || 0
|-
| Remaining DRCs || 0
|-
| Setup crit start || in[4]
|-
| Fmax || 120 MHz
|-
| Final antenna diode count || 0
|-
| Critical path arrival || around 6.9 ns
|-
| Max stage delay cell, worst path || sky130_fd_sc_hd__or4_4
|-
| Number of antenna violations at the first check in global routing || 0
|-
| Time the final worst path needs with I/O delays and setup || between 8 and 9 ns
|-
| Category of the critical setup timing path || input pin to output port
|-
| Growth of design area from synthesis to finish || 93.3%
|-
| Post-DP HPWL || around 2.9 mm
|-
| Routed vias || about 1600
|-
| Post-synthesis cell type with the largest combined area || sky130_fd_sc_hd__ha_1
|-
| Total GRT Usage || between 10% and 20%
|-
| Commonest non-fill, non-tap cell in the layout || sky130_fd_sc_hd__buf_4
|-
| Actual slew at the worst max-slew pin || roughly 1 ns
|-
| Placed standard-cell area || 0.00196 mm^2
|-
| Net switching power of the design || about 160 uW
|-
| Maximum VDD drop || around 0.15 mV
|-
| Count of unique library cells instantiated by Yosys || ~63
|-
| Global placer's final weighted congestion || slightly above 0.9
|-
| DR pass1 iterations || 4
|-
| MI comb area || between 0.001 and 0.0015 mm^2
|-
| Wire length per cell || around 14 um
|-
| Floorplan Core Area || approximately 0.0034 mm^2
|-
| Portion of synthesized cell area occupied by the leading cell type || 11.3%
|-
| Setup repair after global routing missed its margin || yes
|-
| Final Routed Wirelength || approximately 4.3 mm
|-
| Hold slack || roughly 3.6 ns
|-
| Post-Synthesis Mean Instance Area || 7.39 um^2
|-
| Worst min path class || input pin to output port
|-
| Clock buffer count || 0
|-
| Final core occ || roughly 70%
|-
| CP dominant cell by count || sky130_fd_sc_hd__ha_4
|-
| Number of max-capacitance violations reported || 0
|-
| Port bufs || 18
|-
| Max-slew headroom at the worst pin || between 30% and 40%
|-
| Cell count after synthesis || ~170
|-
| Number of DRC violations after detailed-routing iteration 0 || roughly 89
|-
| Worst Path Required || between 5 and 6 ns
|-
| Outcome || finished with violations
|-
| CP startpoint kind || input pin
|-
| Chip Area || around 0.0064 mm^2
|-
| Number of slew-limit violations in the final report || 0
|-
| Total of hold buffers inserted after clock tree synthesis || 0
|-
| Number of setup violations in the final report || 9
|-
| Pre-Place Util || between 30 and 40%
|-
| Violations in the final reports || setup timing
|-
| Filler cell count in the final layout || ~240
|-
| Antenna-violating nets left || 0
|-
| Lkg Pwr || approximately 0.0011 uW
|-
| Wire length of the first global-routing pass || roughly 7.3 mm
|-
| Sequential share of the synthesized area || 0%
|-
| Maximum fanout along the worst path || 4
|-
| Number of ports placed on the die boundary || 21
|-
| Vias in the first global route || 1620
|}
==> synthesized netlist by cell type (2+ instances only) <==
cell and number:
sky130_fd_sc_hd__inv_1 13, sky130_fd_sc_hd__ha_1 11, sky130_fd_sc_hd__nand2_1 11, sky130_fd_sc_hd__nor2_1 10, sky130_fd_sc_hd__o21ai_0 9, sky130_fd_sc_hd__a21oi_1 7, sky130_fd_sc_hd__xnor2_1 7, sky130_fd_sc_hd__mux2i_1 5
sky130_fd_sc_hd__buf_4 4, sky130_fd_sc_hd__mux2_2 4, sky130_fd_sc_hd__nor3_1 4, sky130_fd_sc_hd__o21ai_1 4, sky130_fd_sc_hd__or3_1 4, sky130_fd_sc_hd__a31oi_1 3, sky130_fd_sc_hd__and2_1 3, sky130_fd_sc_hd__and3_1 3
sky130_fd_sc_hd__clkbuf_1 3, sky130_fd_sc_hd__nor2b_1 3, sky130_fd_sc_hd__nor4_2 3, sky130_fd_sc_hd__o211ai_1 3, sky130_fd_sc_hd__a211oi_1 2, sky130_fd_sc_hd__a21o_1 2, sky130_fd_sc_hd__a221o_1 2, sky130_fd_sc_hd__buf_2 2
sky130_fd_sc_hd__nand2b_1 2, sky130_fd_sc_hd__nor4_1 2, sky130_fd_sc_hd__o31ai_1 2, sky130_fd_sc_hd__xor2_1 2
==> layout make-up <==
cell class	instances	area share, %
Inverter	14	2.34
Multi-Input combinational cell	143	59.4
Tap cell	46	2.44
Timing Repair Buffer	110	35.8
==> critical path: cells and delay by family <==
kind | cells | cell delay, ns
adder cells (fa/ha/maj) | 4 | 0.66
AND-OR/OR-AND | 8 | 1.38
XOR/XNOR | 3 | 0.55
buffers and inverters | 6 | 0.63
multiplexers | 1 | 0.26
AND/OR/NAND/NOR | 10 | 1.91
==> kinds of logic (layout without fill, tap and decap cells) <==
| family | Yosys count | in the layout | share of synthesized area (%) |
|---|---|---|---|
| and+or+nand+nor | 56 | 56 | 26.7 |
| adders and majority gates | 11 | 11 | 11.3 |
| AOI/OAI and AO/OA | 53 | 53 | 35.5 |
| muxes | 10 | 10 | 8.93 |
| buffers and inverters | 24 | 124 | 9.45 |
| other | 1 | 3 | 0.308 |
| xor gates and xnor gates | 10 | 10 | 7.80 |
==> per-layer routing <==
metal | track usage (%) | vias up | wire, um | part of all wire [%]
li1 | - | 822 | - | -
met1 | 18.9 | 780 | 2280 | 53
met2 | 21.7 | 12 | 2000 | 46
met3 | 0.341 | 0 | 39 | 0.90
met4 | 0.704 | 0 | 0 | 0
met5 | 0 | - | 0 | 0
==> stage by stage <==
step,instances,total power [uW],setup TNS [ns]
3_3_place_gp,285,286,-13.08
4_1_cts,306,341,-8.21
3_5_place_dp,285,291,-13.99
5_1_grt,313,419,-9.28
2_1_floorplan,167,166,-5.44
6_report,313,382,-7.22
==> power by group through the flow <==
stage / Combinational (uW) / Sequential, uW / Clock (uW)
after CTS: 341 / 0 / 0
after global routing: 419 / 0 / 0
final: 382 / 0 / 0
==> worst min-delay path by stage <==
stage | startpoint | end | slack [ns] | cells after the start
6_report | in[0] | unidade[0] | 3.61 | 3
5_1_grt | in[0] | unidade[0] | 3.65 | 3
4_1_cts | in[0] | unidade[0] | 3.62 | 3
==> what timing repair did <==
item                                    in CTS  in global routing
resized                                     75                 22
pin swaps                                   23                 17
endpoints found under the setup margin       9                  9
setup buffers                               21                  7
Power figures rest on the tool's default switching activity, not on a simulated workload.
