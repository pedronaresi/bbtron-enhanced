**/design/flow/constraint.sdc**
```tcl
current_design dataMemory

set clk_period 25.4
set clk_io_pct 0.2

create_clock -name clk0 -period $clk_period [get_ports {clock}]

set non_clock_inputs [all_inputs -no_clocks]
set_input_delay [expr $clk_period * $clk_io_pct] -clock clk0 $non_clock_inputs
set_output_delay [expr $clk_period * $clk_io_pct] -clock clk0 [all_outputs]
```
**/design/flow/design.v**
```verilog
module dataMemory (memoryAddy, writeData, cu_writeEnable, clock, dataRAMOutput, cu_readEnable);
  input [9:0] memoryAddy;
  input [31:0] writeData;
  input cu_writeEnable, clock, cu_readEnable;
  output [31:0] dataRAMOutput;
  reg [31:0] RAM[ 30:0];
  reg [9:0] regAddy;
  always @ (negedge clock) begin
    if (cu_writeEnable == 1) begin
      RAM[memoryAddy] = writeData;
		regAddy = memoryAddy;
    end
    if(cu_readEnable == 1) begin  
      regAddy = memoryAddy;
    end
  end
  assign dataRAMOutput = RAM[regAddy];
endmodule  
```
**/design/flow/config.mk**
```make
export PLATFORM = sky130hd
export DESIGN_NAME = dataMemory
export DESIGN_NICKNAME = dataMemory
export VERILOG_FILES = /design/flow/design.v
export SDC_FILE = /design/flow/constraint.sdc
export NUM_CORES = 4
export LEC_CHECK = 1
export CORE_UTILIZATION = 40
```
**/design/flow/run.sh**
```bash
#!/bin/bash
# OpenROAD 26Q1-2900-gdf79404cd8, Yosys 0.63+post, stock flow scripts
make -C /OpenROAD-flow-scripts/flow DESIGN_CONFIG=/design/flow/config.mk WORK_HOME=/design/flow/orfs finish
```
==> impl_metrics.ini <==
; generated from flow reports
[power_and_ir_drop]
power.density_nw_per_um2 = 85.8
irDropWorstVdd_mv = 0.0666
p_leak_nw = 19.5

[clocking]
cts.htree.levels = 3
cts.path.max_buffers = 3
cts_made_buffers = 99
clk_latency_ps = 670
cts_root_buffer = clkbuf_16
clkTransAtPathRegs_ps = 40
holdBufCountCts = 0
cts_tree = done
post-cts-setup-buffers = 0
cts.sinks = 1002
cts_resized = 0

[floorplanning]
io_pins = 77
die_y_um = 312
chip_area_um2 = 97200
floorplan.core_util_pct = 40.4
row_count = 113
core_um2 = 95000
die_w_um = 312

[job]
maxCapViolCount = 0
warnings = 1032

[drt]
first_iter_violations = 1239
drt-total-wl_um = 92800
vias = 21956
first_pass_iters = 5
diodes = 0
drt-vias-per-instance = 5.05
ant_nets = 0
wl_per_cell_um = 21.4
drc = 0

[setup_path]
critPathSlowestCell = dfxtp_4
crit_top_cell = buf_4
cp.required_ps = 20320
cp_num_buf_inv = 4
cp_cell_sequence = buf_4 > buf_4 > or3b_1 > buf_4 > o22ai_1 > a211oi_1 > o21ai_1 > clkdlybuf4s50_1
critPathMaxStageDelay_ps = 670
worstSetupStartpointType = flop
worstSetupEndpointType = output pin
r2r_slack_ps = 24670
cpLargestDelayFamily = buffers and inverters
cp.arrival_ps = 17310
critPathMaxFanout = 30
criticalPathCategory = flop to output pin

[cells_and_area]
drive_gt1_share_pct = 13.8
fillers = 7415
area.sequential_um2 = 30100
final_common_cell = inv_1
mostFrequentLayoutCells = inv_1 (1031), edfxtp_1 (997), mux2i_1 (192)
fin_area_um2 = 47800
area_growth_pct = 24.6
logic_area_um2 = 7900

[global_route]
grt_max_degree = 88
antenna_found_initial = 0
grt_pass1_vias = 25359
grt_first_pass_wirelength_um = 139000
grt_usage_pct = 21.5
grt_overflow = 0

[placed_design]
place_congestion = 0.818
port_buffers = 71
placed_cell_area_um2 = 40900
dp_hpwl_um = 47000

[final_timing]
slew_headroom_pct = 33.8
hold_violations = 0
rsz0062_at_grt = no
slew_violations = 0
whs_ps = 457
worst_pin_slew_ps = 990
fin_skew_ps = 11.8
setup_violations = 0
setup_tns_ps = 0

[yosys]
synth_flops = 1002
ys_seq_share_pct = 78.3
synth_cell_types = 46
synth_area_per_cell_um2 = 20.7
ys_cells = 1849
syn_area_um2 = 38400
synth_warnings = 1
synthCells = 1849
synth-area-yosys_um2 = 38400

[min_path]
hold_path.class = flop to flop

[status]
status = finished clean
[worst paths after layout]
path / from / depth (start not counted) / endpoint
worst min register to register: regAddy[1] / 1 / flop
worst max-delay path: flop / 8 / dataRAMOutput[27]
worst max register to register: regAddy[0] / 1 / flop
worst min-delay path: regAddy[1] / 1 / flop
[where the power goes]
group,total [W],leakage (nW),switching [W],internal (W)
Sequential,0.00187,9.03,0.00000984,0.00186
Clock,0.00198,6.92,0.000972,0.00101
Combinational,0.000252,3.53,0.000145,0.000108
Total,0.00410,19.5,0.00113,0.00297
[cells in the mapped netlist (all sizes together)]
library cell  instances  area, µm²
o21a                  2       15.0
clkbuf               22       88.8
o22ai                81        507
a31oi                21        131
or3b                  5       43.8
nor3                  9       45.0
a211oi               21        158
and2                  3       18.8
nand3                 6       30.0
a22o                 19        166
o21ai                55        275
nor2                 39        149
edfxtp              997      29900
mux2                  5       56.3
a32oi                 4       35.0
nor2b                 7       43.8
nand2b                4       25.0
o211ai                9       67.6
a21o                  9       67.6
nand4                 6       37.5
mux4                143       3240
a21oi                 4       20.0
buf                  77        577
or2                   6       37.5
nand2                44        168
and3b                 1       8.76
inv                   2       7.51
nor3b                 1       12.5
or3                   2       12.5
dfxtp                 5        100
mux2i               192       1920
nand3b                8       63.8
a22oi                40        300
[metrics by stage]
step | utilization (%) | worst slack, ps | instances | total power, W
2_1_floorplan | - | 5190 | 1849 | 0.00226
3_3_place_gp | 43.1 | 3570 | 3171 | 0.00237
3_5_place_dp | 43.1 | 3590 | 3171 | 0.00237
4_1_cts | 50.3 | 2860 | 4347 | 0.00418
5_1_grt | 50.3 | 2660 | 4347 | 0.00439
6_report | 50.3 | 3010 | 4347 | 0.00410
[flip-flops by register name (all words and copies together), names as in the netlist, named ones only]
name and cells:
RAM 992, regAddy 5
[layer usage]
metal,vias to the layer above,GRT usage [%],routed length [µm]
met4,0,8.21,1880
met2,1379,29.0,43600
met3,137,20.4,16000
met1,10385,23.3,31300
li1,10055,-,-
met5,-,0.198,0
[area by class of cell]
class	instances	area share, %
flip-flops and latches	1002	62.9
multi-input cells	746	16.5
clock inverters	1074	9.03
clock buffers	103	5.39
well taps	1265	3.31
repair buffers	156	2.85
inverters	1	0.00785
[cells by family after synthesis]
family,synth area share (%)
flip-flops,78.3
AND-OR/OR-AND,4.54
multiplexers,13.6
AND/OR/NAND/NOR,1.81
buffers and inverters,1.75
Power is estimated from default activity; no workload was simulated.
