[config.mk]
export PLATFORM = sky130hd
export DESIGN_NAME = teste
export DESIGN_NICKNAME = teste
export VERILOG_FILES = /design/flow/design.v
export SDC_FILE = /design/flow/constraint.sdc
export NUM_CORES = 4
export LEC_CHECK = 1
export CORE_UTILIZATION = 40
[constraint.sdc]
current_design teste

set clk_period 56.9
set clk_io_pct 0.2

create_clock -name clk0 -period $clk_period [get_ports {clock}]

set non_clock_inputs [all_inputs -no_clocks]
set_input_delay [expr $clk_period * $clk_io_pct] -clock clk0 $non_clock_inputs
set_output_delay [expr $clk_period * $clk_io_pct] -clock clk0 [all_outputs]
[design.v]
module instructionMemory (addy, clock, RAMOuput, reset);
  input [9:0] addy;
  input clock;
  input reset;
  output [31:0] RAMOuput;
  integer firstClock = 0;
  reg [31:0] instructionRAM [150:0];
  always @ (addy or reset) begin
    if (reset) begin
		instructionRAM[0] = 32'b010111_00000000000000000001010010; 	 
		instructionRAM[1] = 32'b001011_00011_00011_0000000000000111; 	 
		instructionRAM[2] = 32'b100000_00111_01011_0000000000000000; 	 
		instructionRAM[3] = 32'b100000_01000_01100_0000000000000000; 	 
		instructionRAM[4] = 32'b100000_01001_01101_0000000000000000; 	 
		instructionRAM[5] = 32'b010000_00011_01100_0000000000000000; 	 
		instructionRAM[6] = 32'b000000_01011_01100_10101_00000000000; 	 
		instructionRAM[7] = 32'b001111_10101_10101_0000000000000000; 	 
		instructionRAM[8] = 32'b010000_00011_10101_1111111111111111; 	 
		instructionRAM[9] = 32'b001011_01100_10110_0000000000000001; 	 
		instructionRAM[10] = 32'b010000_00011_10110_1111111111111110; 	 
		instructionRAM[11] = 32'b001111_00011_01110_1111111111111110; 	 
		instructionRAM[12] = 32'b011100_01110_01101_0000000000011000; 	 
		instructionRAM[13] = 32'b000000_01011_01110_10111_00000000000; 	 
		instructionRAM[14] = 32'b001111_10111_10111_0000000000000000; 	 
		instructionRAM[15] = 32'b001111_00011_01111_1111111111111111; 	 
		instructionRAM[16] = 32'b011100_10111_01111_0000000000010101; 	 
		instructionRAM[17] = 32'b000000_01011_01110_11000_00000000000; 	 
		instructionRAM[18] = 32'b001111_11000_11000_0000000000000000; 	 
		instructionRAM[19] = 32'b010000_00011_11000_1111111111111111; 	 
		instructionRAM[20] = 32'b010000_00011_01110_0000000000000000; 	 
		instructionRAM[21] = 32'b001011_01110_11001_0000000000000001; 	 
		instructionRAM[22] = 32'b010000_00011_11001_1111111111111110; 	 
		instructionRAM[23] = 32'b010111_00000000000000000000001011; 	 
		instructionRAM[24] = 32'b001111_00011_10000_0000000000000000; 	 
		instructionRAM[25] = 32'b100000_10000_00001_0000000000000000; 	 
		instructionRAM[26] = 32'b011011_00000_11111_0000000000000000; 	 
		instructionRAM[27] = 32'b001011_00011_00011_0000000000000111; 	 
		instructionRAM[28] = 32'b100000_00111_01011_0000000000000000; 	 
		instructionRAM[29] = 32'b100000_01000_01100_0000000000000000; 	 
		instructionRAM[30] = 32'b100000_01001_01101_0000000000000000; 	 
		instructionRAM[31] = 32'b010000_00011_01100_1111111111111110; 	 
		instructionRAM[32] = 32'b001100_01101_10101_0000000000000001; 	 
		instructionRAM[33] = 32'b001111_00011_01110_1111111111111110; 	 
		instructionRAM[34] = 32'b011100_01110_10101_0000000000111011; 	 
		instructionRAM[35] = 32'b010001_00011_00100_1111111111111011; 	 
		instructionRAM[36] = 32'b100000_01110_01000_0000000000000000; 	 
		instructionRAM[37] = 32'b100000_01101_01001_0000000000000000; 	 
		instructionRAM[38] = 32'b010000_00011_11111_0000000000000001; 	 
		instructionRAM[39] = 32'b011010_00000000000000000000000001; 	 
		instructionRAM[40] = 32'b001100_00011_00011_0000000000000111; 	 
		instructionRAM[41] = 32'b001111_00011_11111_0000000000000001; 	 
		instructionRAM[42] = 32'b100000_00001_10110_0000000000000000; 	 
		instructionRAM[43] = 32'b010000_00011_10110_1111111111111111; 	 
		instructionRAM[44] = 32'b001111_00011_01111_1111111111111111; 	 
		instructionRAM[45] = 32'b000000_01011_01111_10111_00000000000; 	 
		instructionRAM[46] = 32'b001111_10111_10111_0000000000000000; 	 
		instructionRAM[47] = 32'b010000_00011_10111_0000000000000000; 	 
		instructionRAM[48] = 32'b001111_00011_10000_1111111111111110; 	 
		instructionRAM[49] = 32'b000000_01011_10000_11000_00000000000; 	 
		instructionRAM[50] = 32'b001111_11000_11000_0000000000000000; 	 
		instructionRAM[51] = 32'b000000_01011_01111_11001_00000000000; 	 
		instructionRAM[52] = 32'b010000_11001_11000_0000000000000000; 	 
		instructionRAM[53] = 32'b000000_01011_10000_11010_00000000000; 	 
		instructionRAM[54] = 32'b001111_00011_10001_0000000000000000; 	 
		instructionRAM[55] = 32'b010000_11010_10001_0000000000000000; 	 
		instructionRAM[56] = 32'b001011_10000_11011_0000000000000001; 	 
		instructionRAM[57] = 32'b010000_00011_11011_1111111111111110; 	 
		instructionRAM[58] = 32'b010111_00000000000000000000100000; 	 
		instructionRAM[59] = 32'b011011_00000_11111_0000000000000000; 	 
		instructionRAM[60] = 32'b001011_00011_00011_0000000000000011; 	 
		instructionRAM[61] = 32'b100000_00111_01011_0000000000000000; 	 
		instructionRAM[62] = 32'b100000_01000_01100_0000000000000000; 	 
		instructionRAM[63] = 32'b100001_00000_10101_0000000000000000; 	 
		instructionRAM[64] = 32'b001001_01100_10101_0000000001000100; 	 
		instructionRAM[65] = 32'b100000_01011_00001_0000000000000000; 	 
		instructionRAM[66] = 32'b011011_00000_11111_0000000000000000; 	 
		instructionRAM[67] = 32'b010111_00000000000000000001010001; 	 
		instructionRAM[68] = 32'b100000_01100_00111_0000000000000000; 	 
		instructionRAM[69] = 32'b001111_00011_01101_0000000000000000; 	 
		instructionRAM[70] = 32'b000111_01011_01101_10110_00000000000; 	 
		instructionRAM[71] = 32'b000110_10110_01101_10111_00000000000; 	 
		instructionRAM[72] = 32'b000001_01011_10111_11000_00000000000; 	 
		instructionRAM[73] = 32'b100000_11000_01000_0000000000000000; 	 
		instructionRAM[74] = 32'b010000_00011_11111_0000000000000001; 	 
		instructionRAM[75] = 32'b011010_00000000000000000000111100; 	 
		instructionRAM[76] = 32'b001100_00011_00011_0000000000000011; 	 
		instructionRAM[77] = 32'b001111_00011_11111_0000000000000001; 	 
		instructionRAM[78] = 32'b100000_00001_11001_0000000000000000; 	 
		instructionRAM[79] = 32'b100000_11001_00001_0000000000000000; 	 
		instructionRAM[80] = 32'b011011_00000_11111_0000000000000000; 	 
		instructionRAM[81] = 32'b011011_00000_11111_0000000000000000; 	 
		instructionRAM[82] = 32'b001011_00011_00011_0000000000001101; 	 
		instructionRAM[83] = 32'b011101_00000000000000000000000000; 	 
		instructionRAM[84] = 32'b111111_00000_10101_0000000000000000; 	 
		instructionRAM[85] = 32'b010000_00011_10101_1111111111111101; 	 
		instructionRAM[86] = 32'b001111_00011_01011_1111111111111101; 	 
		instructionRAM[87] = 32'b100001_00000_10110_0000000000000000; 	 
		instructionRAM[88] = 32'b011110_01011_10110_0000000010010000; 	 
		instructionRAM[89] = 32'b100001_00000_10111_0000000000000001; 	 
		instructionRAM[90] = 32'b001001_01011_10111_0000000001111011; 	 
		instructionRAM[91] = 32'b100001_00000_11000_0000000000000000; 	 
		instructionRAM[92] = 32'b010000_00011_11000_1111111111111110; 	 
		instructionRAM[93] = 32'b001111_00011_01100_1111111111111110; 	 
		instructionRAM[94] = 32'b100001_00000_11001_0000000000001010; 	 
		instructionRAM[95] = 32'b011100_01100_11001_0000000001101000; 	 
		instructionRAM[96] = 32'b011101_00000000000000000000000000; 	 
		instructionRAM[97] = 32'b111111_00000_11010_0000000000000000; 	 
		instructionRAM[98] = 32'b010001_00101_01101_0000000000000000; 	 
		instructionRAM[99] = 32'b000000_01101_01100_11011_00000000000; 	 
		instructionRAM[100] = 32'b010000_11011_11010_0000000000000000; 	 
		instructionRAM[101] = 32'b001011_01100_11100_0000000000000001; 	 
		instructionRAM[102] = 32'b010000_00011_11100_1111111111111110; 	 
		instructionRAM[103] = 32'b010111_00000000000000000001011101; 	 
		instructionRAM[104] = 32'b010001_00011_01010_1111111111111101; 	 
		instructionRAM[105] = 32'b100001_00000_01000_0000000000000000; 	 
		instructionRAM[106] = 32'b100001_00000_01001_0000000000001010; 	 
		instructionRAM[107] = 32'b011010_00000000000000000000011011; 	 
		instructionRAM[108] = 32'b100000_00001_11101_0000000000000000; 	 
		instructionRAM[109] = 32'b001100_00011_00011_0000000000000111; 	 
		instructionRAM[110] = 32'b100001_00000_11110_0000000000000000; 	 
		instructionRAM[111] = 32'b010000_00011_11110_1111111111111110; 	 
		instructionRAM[112] = 32'b001111_00011_01110_1111111111111110; 	 
		instructionRAM[113] = 32'b100001_00000_10101_0000000000001010; 	 
		instructionRAM[114] = 32'b011100_01110_10101_0000000001111010; 	 
		instructionRAM[115] = 32'b000000_01101_01110_10101_00000000000; 	 
		instructionRAM[116] = 32'b001111_10101_10101_0000000000000000; 	 
		instructionRAM[117] = 32'b100000_10101_00111_0000000000000000; 	 
		instructionRAM[118] = 32'b111110_00000_00111_0000000000000000; 	 
		instructionRAM[119] = 32'b001011_01110_10110_0000000000000001; 	 
		instructionRAM[120] = 32'b010000_00011_10110_1111111111111110; 	 
		instructionRAM[121] = 32'b010111_00000000000000000001110000; 	 
		instructionRAM[122] = 32'b010111_00000000000000000010001100; 	 
		instructionRAM[123] = 32'b100001_00000_10111_0000000000000010; 	 
		instructionRAM[124] = 32'b001001_01011_10111_0000000010001100; 	 
		instructionRAM[125] = 32'b011101_00000000000000000000000000; 	 
		instructionRAM[126] = 32'b111111_00000_11000_0000000000000000; 	 
		instructionRAM[127] = 32'b010000_00011_11000_1111111111111111; 	 
		instructionRAM[128] = 32'b011101_00000000000000000000000000; 	 
		instructionRAM[129] = 32'b111111_00000_11001_0000000000000000; 	 
		instructionRAM[130] = 32'b010000_00011_11001_0000000000000000; 	 
		instructionRAM[131] = 32'b001111_00011_01111_1111111111111111; 	 
		instructionRAM[132] = 32'b100000_01111_00111_0000000000000000; 	 
		instructionRAM[133] = 32'b001111_00011_10000_0000000000000000; 	 
		instructionRAM[134] = 32'b100000_10000_01000_0000000000000000; 	 
		instructionRAM[135] = 32'b011010_00000000000000000000111100; 	 
		instructionRAM[136] = 32'b100000_00001_11010_0000000000000000; 	 
		instructionRAM[137] = 32'b001100_00011_00011_0000000000000011; 	 
		instructionRAM[138] = 32'b100000_11010_00111_0000000000000000; 	 
		instructionRAM[139] = 32'b111110_00000_00111_0000000000000000; 	 
		instructionRAM[140] = 32'b011101_00000000000000000000000000; 	 
		instructionRAM[141] = 32'b111111_00000_11011_0000000000000000; 	 
		instructionRAM[142] = 32'b010000_00011_11011_1111111111111101; 	 
		instructionRAM[143] = 32'b010111_00000000000000000001010110; 	 
		instructionRAM[144] = 32'b011101_00000000000000000000000000; 	 
    end
  end
  assign RAMOuput = (instructionRAM[addy]);
endmodule  
module registerBench (readAddy1, readAddy2, writeAddy, writeData, data1, data2, data3, clock, cu_writeReg, cu_Jump, pC);
  input [4:0] readAddy1;   
  input [4:0] readAddy2;   
  input [4:0] writeAddy;   
  input [31:0] writeData;  
  input [32:0] pC;  
  input clock, cu_writeReg, cu_Jump;  
  output [31:0] data1;   
  output [31:0] data2;   
  output [31:0] data3;   
  reg [31:0] regBench [31:0];
  always @ (posedge clock) begin
    if(cu_writeReg)begin
      regBench[writeAddy] = writeData;
	end
	if(cu_writeReg && cu_Jump)begin
      regBench[31] = pC + 1;
	end
	 regBench[0] = 32'b0;
  end
  assign data1 = (regBench[readAddy1]);
  assign data2 = (regBench[readAddy2]);
  assign data3 = (regBench[writeAddy]);
endmodule  
module teste (wire_outAddy, wire_RAMOutput, clock, wire_out_regdest, wire_out_memtoreg, wire_cu_writeReg, wire_data1, wire_data2, wire_data3);
	output wire [31:0] wire_RAMOutput;
	input [15:0] wire_outAddy;
	input clock;
	input [4:0] wire_out_regdest;
	input [31:0] wire_out_memtoreg;
	input wire_cu_writeReg;
	output [31:0] wire_data1;
	output [31:0] wire_data2;
	output [31:0] wire_data3;
	registerBench inst_registerBench(.readAddy1(wire_RAMOutput [25:21]), .readAddy2(wire_RAMOutput [20:16]), .writeAddy(wire_out_regdest [4:0]), .writeData(wire_out_memtoreg [31:0]), .data1(wire_data1 [31:0]), .data2(wire_data2 [31:0]), .data3(wire_data3 [31:0]), .clock(clock), .cu_writeReg(wire_cu_writeReg));
	instructionMemory inst_instructionMemory(.addy(wire_outAddy [15:0]), .clock(clock), .RAMOuput(wire_RAMOutput [31:0]));
endmodule
[run.sh]
#!/bin/bash
# OpenROAD 26Q1-2900-gdf79404cd8, Yosys 0.63+post, stock flow scripts
make -C /OpenROAD-flow-scripts/flow DESIGN_CONFIG=/design/flow/config.mk WORK_HOME=/design/flow/orfs finish
==> reports/metrics.cfg <==
[run_status]
status=completed

[clocking]
tritoncts=yes
hold_buffers=0
cts_buffers=104
ctsResizeCount=0
clk_pin_slew_ns=0.06
root_buffer=clkbuf_16
cts_setup_buffers=0
clockBufferDepth=3
cts_max_level=3
clkSinkCount=992

[timing]
setup-tns-final_ns=0
relSlewSlack_pct=24.2
min_period_ns=31.53
setup_ws_ns=25.37
rsz0062_at_grt=false
hold_violations=0
hold_slack_ns=11.48
period_used_pct=55.4
slew_violations=0
timing.fmax_mhz=31.7
worst_pin_slew_ns=1.14
setup_viol=0

[drt]
wl_per_cell_um=38.1
drtIter0Drc=4808
postRouteAntennaNets=0
wl_um=252000
via_per_inst=7.29
route.detailed.drc=0
dr.pass1.iters=9
vias=48300

[layout]
layout-drive-gt1-share_pct=17.4
area_growth_pct=12.8
fill_cells=12600
layout.cells.non_filler=6618
comb_area_um2=25400
seqCellArea_um2=29800
largest_register_ff_count=992

[worst_hold_path]
hold_path.class=input pin to flop

[synth]
synth.distinct_cells=88
synth.most_common_cell=edfxtp_1
synth-async-reset-ratio_pct=0
ys_cells=4665
synthCells=4665
flop_cell=edfxtp_1
ys.flops=992
ys_top_cells_by_count=992 x edfxtp_1, 392 x and3_1, 389 x a211oi_1
top_area_cell=edfxtp_1
area_leaders=edfxtp_1 52%, mux4_2 8.8%, a211oi_1 5.1%
synth_seq_share_pct=52.2
synth_top_area_share_pct=52.2
yosysWarnings=231
synth-edff-count=992
synth_area_um2=57100
ys_area_um2=57100
postSynthAreaPerCell_um2=12.2

[critical_path]
crit_fanout=88
crit_path_end_kind=primary output
start_kind=input pin
critPathArrivalTime_ns=20.15
worst_ep_required_time_ns=45.52
crit_type=input pin to primary output

[die]
ios=183
die_w_um=380
coreArea_um2=142000
die_y_um=380
fp-utilization_pct=40.3
row_count=138
chip_area_um2=144000

[power]
power_density_nw_per_um2=30.5
power.leakage_nw=20.4
power_w=0.00196
peakVddDrop_uv=24.3

[global_routing]
antenna_found_initial=8
grt_overflow_total=0
grt_pass1_vias=49700
grt_pass1_wl_um=355000
grt_max_degree=153
track_usage_pct=36.8

[placed_design]
gp_congestion=1.04
dp_hpwl_um=143000
dpl.cell_count=6419
post-place-ws_ns=25.83
numPortBuffers=174

[job]
warnings=36
cap_viol_max_count=0

==> worst max-delay path, cell delays in order <==
cell             delay, ns
clkdlybuf4s50_1       0.45
buf_4                 0.42
or4b_2                0.94
nor2_1                0.62
a221oi_1              0.15
nand3b_1              0.24
nor4_4                0.08
buf_4                 0.32
and2_4                0.48
inv_8                 0.47
buf_4                 0.57
buf_4                 0.56
buf_4                 0.60
buf_4                 0.73
a211oi_1              0.17
o41ai_1               0.76
and4_1                0.38
clkdlybuf4s50_1       0.47
==> power breakdown <==
part	leakage, nW	total, W	internal (W)	switching, W
registers	8.94	0.000818	0.000813	0.00000470
logic	9.92	0.000487	0.000164	0.000323
clock network	1.56	0.000657	0.000367	0.000290
total	20.4	0.00196	0.00134	0.000617
==> cell type report <==
type	instances	area share, %
Multi-Input combinational cell	3122	39.5
Clock buffer	130	4.33
Timing Repair Buffer	395	5.38
Sequential cell	992	46.3
Inverter	20	0.140
Clock inverter	61	0.649
Antenna cell	8	0.0311
Tap cell	1890	3.67
==> per-stage QoR <==
| stage | util, % | area [um^2] |
|---|---|---|
| after floorplan | - | 57100 |
| after global placement | 43.2 | 61100 |
| after detailed placement | 43.2 | 61100 |
| after CTS | 45.5 | 64400 |
| after global routing | 45.5 | 64400 |
| final | 45.5 | 64400 |
==> logic make-up after synthesis <==
logic type,count (synthesis),share of synthesized area (%)
xor+xnor,10,0.153
flops,992,52.2
compound gates,1448,18.6
mux,446,13.0
simple gates,1218,12.0
buf+inv,551,4.05
==> cell usage in the layout (no fill, tap or decap), types with 34 or more instances in the layout <==
cell / n
mux2i_1: 94
a32oi_1: 42
o221ai_1: 73
a221o_1: 127
and4_1: 34
nand2_1: 221
o21ai_0: 139
a211oi_1: 389
a22oi_1: 139
mux4_2: 224
nor2_4: 40
nand4_1: 47
o41ai_1: 96
clkdlybuf4s50_1: 168
buf_4: 215
nor3_1: 89
clkbuf_16: 108
nor2_1: 93
a21oi_1: 221
a31oi_1: 69
mux2_2: 124
and3_1: 389
edfxtp_1: 992
nand3_1: 125
==> routing by layer <==
layer	wire length (um)	part of all wire, %	track usage [%]
met1	79800	32	42.3
met2	104000	41	48.8
met3	51400	20	30.2
met4	16600	6.6	18.3
met5	518	0.21	2.22
==> worst paths after layout <==
check | end | cells after the start | startpoint | slack, ns
max | wire_data2[8] | 18 | wire_outAddy[6] | 25.37
min | inst_registerBench.regBench[24][20] | 2 | wire_out_memtoreg[20] | 11.48
Power and IR drop assume default switching activity.
